<file path="./design.v">
module arrowspace(input  logic clk,
			      input  logic reset,
					input logic c1_data_in,
					output logic cclk,
					output logic pulse_out,
					output logic done,
				  output logic win,
				  output logic [2:0] total_life,
				  output logic [3:0] key_out,
				  output logic [1:0] level);
	logic [3:0] next_key;
	logic seq_reset, key_matches, count_en, seq_done;
	logic [15:0] key_seq;
	logic timer_done, lose_life;
	logic [3:0] key_pressed;
	assign count_en = key_matches;
	assign key_out = key_pressed;
	logic [27:0] timer;
	logic clk_test;
	logic [3:0] timer_test;
	always_ff@(posedge clk, posedge reset)
		if (reset) timer <= 28'b0;
		else 			timer <= timer + 28'b1;
	assign timer_done = (timer == 28'b1111111111111111111111111111); 
	controller control1(clk,reset,c1_data_in,cclk,pulse_out,done,key_pressed);
	key_match_fsm match1(clk, reset, key_pressed, next_key, seq_done, timer_done, key_matches, seq_reset, lose_life);
	next_key_gen next1(clk, reset, seq_reset, count_en, key_seq, next_key, seq_done);
	key_seq_gen   seq1(clk, reset, timer_done, key_seq, level);
	assign win = (level == 2'b10);
	always_ff@(negedge clk, posedge reset)
		if(reset) total_life <= 3'b111;
		else if(lose_life) total_life <= total_life - 3'b1;
endmodule 				  
module controller(input  logic clk,
				  input logic reset,
				  input logic c1_data_in,
				  output logic cclk,
				  output logic pulse_out,
				  output logic done,
				  output logic [3:0] key_pressed);
	logic [17:0] c_count;
	logic pulse_en;
	always_ff@(posedge clk, posedge reset)
		if(reset) c_count <= 18'b0;
		else 		 c_count <= c_count + 18'b1;
	assign pulse_en = c_count[17];  
	assign cclk = c_count[8];  
	logic pulse_first, pulse_second;
	pulse c_pulse(cclk, reset, pulse_en, pulse_first);	
	always_ff@(posedge cclk, posedge reset)
		if(reset) pulse_second <= 0;
		else 		 pulse_second <= pulse_first;
	always_ff@(posedge cclk, posedge reset)
		if(reset) pulse_out <= 0;
		else 		 pulse_out <= pulse_second;
	logic get_data;
	logic [17:0] b_count;
	always_ff@(posedge cclk, posedge reset)
		if(reset) b_count <= 18'b0;
		else if(pulse_first) b_count <= 18'b0;
		else 						b_count <= b_count + 18'b1;
	assign get_data = (b_count <= 18'h8) & (b_count >= 18'h1);
	logic [7:0] c1_decode;
	always_ff@(negedge cclk, posedge reset)
		if(reset) 	 c1_decode <= 8'hFF;
		else if(get_data) c1_decode <= {c1_decode[6:0], c1_data_in};
	assign done = (b_count == 18'h9);
	logic [7:0] c1_key;
	always_ff@(posedge cclk)
		if(reset) c1_key <= 8'hFF;
		else if(done) c1_key <= c1_decode;
	always_comb
		casez(c1_key)
			8'b0zzzzzzz: key_pressed = 4'h5;  
			8'b10zzzzzz: key_pressed = 4'h6;  
			8'b110zzzzz: key_pressed = 4'h7;  
			8'b1110zzzz: key_pressed = 4'h8;  
			8'b11110zzz: key_pressed = 4'h1;  
			8'b111110zz: key_pressed = 4'h2;  
			8'b1111110z: key_pressed = 4'h3;  
			8'b11111110: key_pressed = 4'h4;  
			default: 	 key_pressed = 4'h0;  
		endcase
endmodule 	
module pulse(input  logic clk,	
				 input  logic reset,
				 input  logic A,
				 output logic Y);
	typedef enum logic [1:0] {S0,S1,S2} statetype;
	statetype state, next;
	always_ff@(posedge clk, posedge reset)
		if(reset) state <= S0;
		else		 state <= next;
	always_comb
		case(state)
			S0: if(A)  next = S1;
				 else   next = S0;
			S1: 		  next = S2;
			S2: if(~A) next = S0;
				 else   next = S2;
			default:   next = S0;
		endcase
	assign Y = (state == S1);
endmodule 
module key_match_fsm(input  logic clk,
			     input  logic reset,
				 input  logic [3:0] key_pressed,
				 input  logic [3:0] next_key,
				 input  logic seq_done,
				 input logic timer_done,
				 output logic key_matches,
				 output logic seq_reset,
				 output logic lose_life);
	typedef enum logic [3:0] {S0,S1,S2,S3,S4,S5} statetype;
	statetype state, next;
	always_ff@(posedge clk, posedge reset)
		if(reset) state <= S0;
		else		 state <= next;
	always_comb
		case(state)
			S0: if(timer_done)				next = S5;
				else if(seq_done)				      next = S3;
				else if(key_pressed == next_key)  next = S1;
				else if (key_pressed != 0)  	  next = S2;
				else 					     	  next = S0;	
			S1: if(timer_done)				next = S5;	 		 	  
				 else 							next = S4;
			S2: if(timer_done)				next = S5;
				else								next = S4;
			S3: if(timer_done)			  next = S0;
				  else 						 next = S3;
			S4: if(timer_done) 			 next = S5;	
				else if(key_pressed == 0) 		 	  next = S0;
				else 						 	  next = S4;
			S5: 									next = S0;
			default:   							  next = S0;
		endcase
	assign key_matches = (state == S1);
	assign seq_reset = (state == S2) | timer_done;
	assign lose_life = (state == S5); 
endmodule 
module next_key_gen(input  logic clk,
			   input  logic reset,
			   input  logic seq_reset,
			   input  logic count_en,
				input logic [15:0] key_seq,
			   output logic [3:0] next_key,
			   output logic seq_done);
	logic [3:0] count;
	always_ff@(posedge clk, posedge reset)
		if(reset) 	count <= 3'b0;
		else if(seq_reset) count <= 3'b0;
		else if(count_en) 		count <= count + 3'h4;
	assign next_key = {key_seq[count+3], key_seq[count+2],key_seq[count+1],key_seq[count]};
	assign seq_done = (next_key == 4'hF);
endmodule 	
module key_seq_gen(input logic clk,
							input logic reset,
							input logic timer_done,
							output logic [15:0] key_seq,
							output logic [1:0] level);
    always_ff@(posedge clk, posedge reset)
		if(reset) 	level <= 2'b0;
		else if(timer_done) level <= level + 2'b1;
	always_comb
		case(level)
			2'b0: key_seq = 16'hFF23;  
			2'b1: key_seq = 16'hF224;  
			2'b10: key_seq = 16'hF212;  
			default: key_seq = 16'hFFFF;
		endcase
endmodule
</file>
<file path="./run.sh">
#!/bin/bash
# OpenROAD 26Q1-2900-gdf79404cd8, Yosys 0.63+post, stock flow scripts
make -C /OpenROAD-flow-scripts/flow DESIGN_CONFIG=/design/flow/config.mk WORK_HOME=/design/flow/orfs finish
</file>
<file path="./config.mk">
export PLATFORM = sky130hd
export DESIGN_NAME = arrowspace
export DESIGN_NICKNAME = arrowspace
export VERILOG_FILES = /design/flow/design.v
export SDC_FILE = /design/flow/constraint.sdc
export NUM_CORES = 4
export LEC_CHECK = 1
export CORE_UTILIZATION = 30
</file>
<file path="./constraint.sdc">
current_design arrowspace

set clk_period 7.0
set clk_io_pct 0.2

create_clock -name clk0 -period $clk_period [get_ports {clk}]

set non_clock_inputs [all_inputs -no_clocks]
set_input_delay [expr $clk_period * $clk_io_pct] -clock clk0 $non_clock_inputs
set_output_delay [expr $clk_period * $clk_io_pct] -clock clk0 [all_outputs]
</file>
==> results_slide.txt <==
Synthesis and Place & Route Summary

Outcome
  • Outcome: complete, no violations

Floorplan
  • Core ar.: ~0.015 sq mm
  • Initial Util: 0.307
  • I/O pins: 16
  • Rows: 44
  • Die Wd: 124 um
  • Die Area: 0.0153 sq mm
  • Die H: 124 um

Timing
  • Least-Margin Pin Slew: 660 ps
  • Setup tns final: 0 ps
  • Hold Fails Final Rpt: 0
  • Slew margin rel.: 0.560
  • Register pins left without a clock: 39
  • RSZ-0062 raised after global routing: no
  • Fin. max-slew vios: 0
  • Fin Hold WS: around 450 ps
  • Worst Clk Skew: about 54 ps
  • Final setup viols: 0
  • Endpoints left unconstrained: 45

Final layout
  • Most numerous logic cell after layout: dfrtp_1
  • Layout cells sized above 1: 0.116
  • FF+latch area: ~0.0024 sq mm
  • Layout area overhead: 16.1%
  • Gate Area: 0.00194 sq mm
  • Most numerous logic cells after layout: dfrtp_1 (77), nand2_1 (41), xnor2_1 (39), nor2_1 (37), nand3_1 (25)
  • Fill cells: 1387

Synth
  • Area share, top type: 0.432
  • Mapped cell area: approximately 0.0045 sq mm
  • Ys flop type: dfrtp_1
  • Yosys chip area: 0.00446 sq mm
  • Largest area contributor in the netlist: dfrtp_1
  • Fraction of registers with async set/reset: 0.918
  • Mean post-synth cell area: 10.9 sq um
  • Syn. warnings: 6
  • Synth cell types: between 40 and 50
  • Number of enable flip-flop cells: 0
  • Cells after Synth: ~410
  • Seq share, synth: 0.545
  • Main area contributors: dfrtp_1 (43%), dfstp_2 (7.7%), xnor2_1 (7.7%)
  • Ys cells: 409
  • Synthesized registers: about 100

Global routing
  • Met1 Track Usage GR: 0.160
  • Met3 usage: 0.0201
  • Met2 GRT Util: 0.166
  • First-pass GRT wire length: approximately 13000 um
  • Largest net degree at the start of global routing: about 58
  • GRT Total Usage: 0.106
  • Vias in the first global route: ~2900
  • GRT overflow: 0
  • Top Usage Layer GRT: met2
  • Antenna violations before repair: 0

Pwr
  • Net Sw Power: ~0.17 mW
  • Internal: 0.659 mW
  • Leakage power: 2.31 nW
  • Clock share of power: 0.571
  • Sw Share: 0.203
  • Reg power frac: 0.414
  • Cell area power density: 160 mW/mm^2
  • Max VDD drop: between 0.1 and 0.15 mV
  • Combinational power share: 0.015

Clock tree
  • Post-CTS Setup Inserts: 0
  • Clk buf depth: 2
  • H-tree lvl count: 3
  • Root buffer cell: clkbuf_16
  • Total CTS buffers: 9
  • CTS tree: built
  • PostCTS Resize Cnt: 0
  • Late-Pin Clk Latency: approximately 380 ps
  • CTS clk-pin slew, worst paths: around 50 ps
  • Hold-fix buffers, CTS: 0

Placed design
  • Hpwl dp: roughly 4900 um
  • GP Congestion: 0.770
  • Buffers on Ports: 15

Routing
  • Vias: slightly below 3000
  • DRC: 0
  • Routed WL: 7110 um
  • 1st-iter DRT viols: 142
  • Via density: roughly 4.6
  • Routed WL per cell: ~11 um
  • Ant. Diodes: 0
  • Antenna Nets Post-Route: 0
  • First-pass iteration count of the detailed router: 4

Worst setup path
  • Worst path cell trace: clkdlybuf4s50_1
  • FF-to-FF setup slack: around 2800 ps
  • Delay-heaviest family, CP: flip-flops
  • CP endpoint kind: output port
  • Critical Path Sink: total_life[0]
  • Crit Path Max Fanout: 3
  • CP Buf/Inv Count: 1
  • Crit path DRT: between 5000 and 6000 ps
  • Worst Setup Start Kind: flop
  • Crit path DAT: 4870 ps
  • RR Endpoint: total_life[2]
  • Worst path slowest cell: dfstp_2
  • WP depth: 1
  • CP Class: flop to output port
  • Max stage delay on crit path: 530 ps
  • R2R cell count: 2
  • R2r startpoint: match1.state[4]
  • Crit path launch: total_life[0]

Worst hold path
  • HP Class: flop to flop

Flow run
  • Max-Cap Viols: 0
  • Log Warnings: 35
-- synthesized netlist by cell type, types with 2 or more instances --
cell      instances
and2_1            3
nor2_1           37
nor4_1            3
ha_1             12
xor2_1           23
or4_1             2
and4_2            2
dfstp_2          13
nand4_2           2
a21oi_1           8
o21ai_0           3
and4_1            3
dfrtp_1          77
o211ai_1          2
and3_1           14
nand3b_1          2
nor2b_1           6
dfxtp_1           8
mux2i_1           9
xnor2_1          39
inv_1            18
or3_1             3
or2_2             2
mux2_2            8
nand4_1          11
nand3_1          25
nor3_1           10
nand2_1          41
clkbuf_1          3
-- how the worst min path moves through the flow --
stage                                 from                   end  slack [ps]  cells after the start
after CTS                         timer[0]              timer[0]         450                      1
after global routing  control1.c_count[11]  control1.c_count[11]         480                      1
final                             timer[0]              timer[0]         450                      1
-- sequential cells by signal, summed over array words and instances (netlist names), 2 cells and up --
name,cells
control1.c_pulse.state,3
control1.c1_decode,8
timer,28
control1.c_count,18
match1.state,6
total_life,3
next1.count,2
seq1.level,2
control1.c1_key,8
control1.b_count,18
-- per-layer routing --
layer  part of all wire  wire length (um)  up-vias
li1                   -                 -     1449
met1               0.50              3530     1399
met2               0.46              3300       35
met3              0.030               215        5
met4             0.0086                61        0
met5                  0                 0        -
-- power groups by stage --
stage | Combinational (mW) | Clock (mW) | Sequential [mW]
4_1_cts | 0.0134 | 0.484 | 0.342
5_1_grt | 0.0146 | 0.503 | 0.342
6_report | 0.0123 | 0.472 | 0.342
-- worst reg2reg max path: stages, from the launching register on --
cell and delay, ps:
dfrtp_1 430, nand2_1 100, xnor2_1 160
-- final cells by class --
class,count,share of cell area
flip-flops and latches,98,0.469
multi-input cells,288,0.375
well taps,184,0.0445
clock buffers,9,0.0435
repair buffers,18,0.0334
clock inverters,10,0.0213
inverters,18,0.0133
-- kinds of logic after synthesis --
kind of cell / Yosys count / synth area share
AOI/OAI and AO/OA: 23 / 0.0337
muxes: 17 / 0.0404
buffers and inverters: 23 / 0.0197
adders and majority gates: 12 / 0.0337
xor gates and xnor gates: 62 / 0.122
DFF: 98 / 0.545
and+or+nand+nor: 174 / 0.206
-- per-stage QoR --
step                setup WS (ps)   util  instances  cell area, sq um  total power, mW
global placement             1120  0.333        607              4840            0.364
floorplan                     894      -        409              4460            0.359
CTS                           718  0.356        625              5170            0.839
global route                  661  0.356        625              5170            0.859
finish                        734  0.356        625              5170            0.826
detailed placement           1120  0.333        607              4840            0.365
Power is estimated from default activity; no workload was simulated.
